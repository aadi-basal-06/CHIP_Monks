===== flow/run.sh =====
#!/bin/bash
# OpenROAD 26Q1-2900-gdf79404cd8, Yosys 0.63+post, stock flow scripts
make -C /OpenROAD-flow-scripts/flow DESIGN_CONFIG=/design/flow/config.mk WORK_HOME=/design/flow/orfs finish

===== flow/config.mk =====
export PLATFORM = sky130hd
export DESIGN_NAME = chip8_cpu
export DESIGN_NICKNAME = chip8_cpu
export VERILOG_FILES = /design/flow/design.v
export SDC_FILE = /design/flow/constraint.sdc
export NUM_CORES = 4
export LEC_CHECK = 1
export CORE_UTILIZATION = 50

===== flow/constraint.sdc =====
current_design chip8_cpu

set clk_period 5.4
set clk_io_pct 0.2

create_clock -name clk0 -period $clk_period [get_ports {clk}]

set non_clock_inputs [all_inputs -no_clocks]
set_input_delay [expr $clk_period * $clk_io_pct] -clock clk0 $non_clock_inputs
set_output_delay [expr $clk_period * $clk_io_pct] -clock clk0 [all_outputs]

===== flow/design.v =====
`timescale 1ns / 1ps
module chip8_cpu (
    input wire clk,
    input wire reset,
    input wire [7:0] mem_data_out,
    input wire [15:0] key_pressed,
    input wire collision,
    output reg mem_read,
    output reg [11:0] mem_addr_out,
    output reg [7:0] mem_data_in,
    output reg mem_write,
    output reg draw,
    output reg [5:0] x,
    output reg [4:0] y,
    output reg [7:0] sprite_data,
    output reg [3:0] draw_row_index
);
    reg [11:0]    pc;
    reg [11:0]    I;
    reg [7:0]     V[0:15];
    reg [15:0]    opcode;
    reg [3:0]     state;
    reg [3:0]     pc_data;
    reg [11:0]    stack[0:15];
    reg [7:0]     opcode_fh;
    reg [7:0]     opcode_sh;
    reg [7:0]     delay_timer,sound_timer; 
    reg [20:0]    one_hz;
    reg [3:0]     i;
    reg [3:0]     draw_row;
    wire [7:0] display_addr;
    wire        display_done;
    localparam FETCH1 = 0, FETCH1_WAIT = 1, FETCH2 = 2, FETCH2_WAIT = 3;
    localparam LASTFETCH = 4, EXECUTE = 5, LASTFETCH_WAIT = 6;
    localparam STORE = 7, RETRIEVE = 8, RETRIEVE_WAIT = 9;
    localparam DRAW_START = 10, DRAW_INC = 11, DRAW_FETCH = 12;
    always @(posedge clk or posedge reset) begin
        if(reset) begin
            pc <= 12'h200;
            state <= FETCH1;
            opcode <= 0;
            I <= 12'd0;
            opcode_fh <= 0;
            opcode_sh <= 0;
            mem_read <= 0;
            mem_write <= 0;
            delay_timer <= 0;
            pc_data <= 0;
            one_hz <= 0;
            sound_timer <= 0;
            draw <= 0;
            draw_row <= 0;
            draw_row_index <= 0;
            sprite_data <= 8'd0;
        end else begin
            if (one_hz == 833333) begin
                one_hz <= 0;
                if (delay_timer > 0)
                    delay_timer <= delay_timer - 1;
                if (sound_timer > 0)
                    sound_timer <= sound_timer - 1;
            end else
                one_hz <= one_hz + 1;
            if (collision)
                V[15] <= 1;
            mem_read <= 0;
            mem_write <= 0;
            case(state)
                FETCH1: begin
                    mem_addr_out <= pc;
                    mem_read <= 1;
                    state <= FETCH1_WAIT;
                end
                FETCH1_WAIT: state <= FETCH2;
                FETCH2: begin
                    opcode_fh <= mem_data_out;
                    mem_addr_out <= pc + 1;
                    mem_read <= 1;
                    state <= FETCH2_WAIT;
                end
                FETCH2_WAIT: state <= LASTFETCH;
                LASTFETCH: begin
                    opcode_sh <= mem_data_out;
                    state <= LASTFETCH_WAIT;
                end
                LASTFETCH_WAIT: begin
                    opcode <= {opcode_fh, opcode_sh};
                    state <= EXECUTE;
                end
                EXECUTE: begin
                    case(opcode[15:12])
                        4'hD: begin
                            draw_row <= 0;
                            draw_row_index <= 0;
                            mem_read <= 1;
                            mem_addr_out <= I;
                            state <= DRAW_START;
                        end
                        default: begin
                            pc <= pc + 2;
                            state <= FETCH1;
                        end
                    endcase
                end
                DRAW_START: begin
                    draw <= 1;
                    x <= V[opcode[11:8]][5:0];
                    y <= V[opcode[7:4]][4:0];
                    draw_row_index <= draw_row;
                    sprite_data <= mem_data_out;
                    if (display_done) begin
                        draw <= 0;
                        if (draw_row == opcode[3:0] - 1) begin
                            pc <= pc + 2;
                            state <= FETCH1;
                        end else begin
                            draw_row <= draw_row + 1;
                            mem_addr_out <= I + draw_row + 1;
                            mem_read <= 1;
                            state <= DRAW_FETCH;
                        end
                    end
                end
                DRAW_FETCH: begin
                    sprite_data <= mem_data_out;
                    state <= DRAW_START;
                end
                STORE: begin 
                    mem_addr_out <= I + i;
                    mem_data_in <= V[i];
                    mem_write <= 1;
                    if (i == opcode[11:8]) begin
                        pc <= pc + 2;
                        state <= FETCH1;
                    end else begin
                        i <= i+1;
                        state <= STORE;
                    end
                end
                RETRIEVE: begin
                    if(i <= opcode[11:8]) begin
                        mem_addr_out <= I + i;
                        mem_read <= 1;
                    end else begin
                        pc <= pc + 2;
                        state <= FETCH1;
                    end
                end
                RETRIEVE_WAIT: begin
                    V[i] <= mem_data_out;
                    i <= i + 1;
                    state <= RETRIEVE;  
                end
                default: state <= FETCH1;
            endcase
        end
    end
endmodule

==> impl_summary.log <==
[report] extracting results
[metrics] final hold viol count: 0
[metrics] number of warnings issued by yosys: 3
[metrics] delay of the slowest cell on the worst path: ~0.47 ns
[metrics] Critical Path Fanout Max: 11
[metrics] clock-pin transition on the worst setup and hold timing paths: 0.09 ns
[metrics] type of element launching the critical path: flip-flop
[metrics] Static Leakage: approximately 0.0019 uW
[metrics] average wire length per cell after detail routing: around 14 um
[metrics] maximum number of pins on one net before global-route repair: 43
[metrics] chip area from the yosys synthesis statistics: 3540 um2
[metrics] CTS Buf Count: 9
[metrics] area enclosed by the die boundary: 7420 um2
[metrics] number of antenna violations at the first check in global routing: 0
[metrics] site row count: 30
[metrics] post-synthesis sequential area ratio: 58.9%
[metrics] cts repair resizes: 0
[metrics] slew at the pin closest to its max-slew limit: 0.880 ns
[metrics] Async SR Flop Fraction: 80.0%
[metrics] VDD IR max: 0.000120 V
[metrics] EDFF count, synth: 16
[metrics] number of buffers inserted by hold repair at cts: 0
[metrics] number of placed I/O pins: about 73
[metrics] average cell area after synthesis: 12.8 um2
[metrics] classification of the worst-slack hold path: reg2reg
[metrics] final slew viol count: 0
[metrics] number of filler instances in the final layout: between 500 and 600
[metrics] worst clock skew: a little under 0.01 ns
[metrics] Total Neg Setup Slack: 0 ns
[metrics] required time reported for the critical path endpoint: between 5 and 6 ns
[metrics] first-pass GRT wire length: 9750 um
[metrics] area of the multi-input gates: around 1300 um2
[metrics] sum of buffers and inverters on the critical path: 0
[metrics] CTS sink count: approximately 80
[metrics] Yosys Instances: between 200 and 300
[metrics] fin crit period: approximately 2.4 ns
[metrics] CP max-delay cell: edfxtp_1
[metrics] number of vias in the routed layout: between 2000 and 2500
[metrics] fraction of final layout cells with drive strength greater than 1: between 10% and 20%
[metrics] relative area change from synthesis to final layout: 15.2%
[metrics] family with the most delay on the worst path: AND-OR/OR-AND gates
[metrics] number of diodes: 0
[metrics] chip height: 86.1 um
[metrics] max_slew headroom: about two fifths
[metrics] placeable core region: a little under 7000 um2
[metrics] status: finished clean
[metrics] remaining number of nets flagged by the antenna check after routing: 0
[metrics] root cell of the clock tree: clkbuf_8
[metrics] Max H-tree Level: 3
[metrics] OpenROAD warning count: about 42
[metrics] overall overflow remaining after global route: 0
[metrics] Port Buffers: 35
[metrics] wire length after detailed routing: roughly 5700 um
[metrics] setup repair bufs after CTS: 0
[metrics] violation count after the first detailed-route iteration: around 96
[metrics] post-synth design cell area: 3540 um2
[metrics] smallest hold slack: 0.346 ns
[metrics] detailed-route vias per instance: slightly below 5
[metrics] global placer's final weighted congestion: between 0.7 and 0.8
[metrics] fin crit share: between 40% and 50%
[metrics] unrepaired setup endpoints after global routing: false
[metrics] post-synthesis cell count: 276
[metrics] worst setup path class: reg2reg
[metrics] gr usage total: roughly 18%
[metrics] maximum buffer depth of the clock tree: 2
[metrics] placed cell areas: a little under 4000 um2
[metrics] storage element area: about 2100 um2
[metrics] via count of the first global-routing pass: between 1500 and 2000
[metrics] clock tree from TritonCTS: yes
[metrics] residual DRC count: 0
[metrics] number of max-cap violations: 0
[metrics] Most used DFF post-synth: dfrtp_1
[metrics] WP data arrival: ~2.6 ns
[metrics] Worst Setup End Kind: flip-flop
[metrics] total iterations of the first detailed-routing run: 4
[metrics] achievable clock frequency: ~420 MHz
[metrics] flops & latches, synth: about 80
[metrics] placed wire-length estimate after detailed placement: between 3000 and 4000 um
[metrics] power density relative to cell area: about 250 nW/um2
[metrics] Initial Util: 51.8%
[metrics] final setup fails: 0
[metrics] worst-skew pair later-pin latency: 0.35 ns
[metrics] cell-by-cell trace of the critical path: ha_1 -> and4_4 -> a22o_1 -> a31o_1 -> or2_1 -> mux2_1
[metrics] final standard cell area without fillers: 4080 um2
[metrics] Die Wd: roughly 86 um
[metrics] distinct lib cells: 42
layout make-up:
type	instances	area share (%)
clock buffers	9	3.04
clock inverters	7	1.17
inverters	15	1.38
multi-input cells	171	31.4
flip-flops and latches	80	51.1
well taps	96	2.95
repair buffers	37	8.96
placed cells by master (no fill, tap or decap), types with 4 or more instances in the layout:
cell             synthesis  routed
nand2_1                 12      12
nor4_2                   5       5
ha_1                     8       8
and2_1                   9       9
conb_1                   2      20
xor2_1                  13      13
nand2b_1                 4       4
a21oi_1                  4       4
nor2_1                   5       5
nor2b_1                  6       6
xnor2_1                  5       5
inv_1                   15      14
o21ai_0                 10      10
a22oi_1                  4       4
nand3_1                  6       6
dfrtp_1                 62      62
clkbuf_8                 0       9
edfxtp_1                16      16
mux2i_1                  4       4
clkdlybuf4s50_1          0      35
nor3_1                   6       6
mux2_2                  27      27
stage by stage:
stage / power (uW) / utilization, % / setup slack [ns] / cells
floorplan: 649 / - / 2.73 / 294
global placement: 657 / 57.2 / 2.68 / 399
detailed placement: 657 / 57.2 / 2.69 / 399
CTS: 1050 / 59.7 / 3.04 / 415
global route: 1080 / 59.7 / 2.91 / 415
finish: 1030 / 59.7 / 3.03 / 415
registers in the layout (all words and copies together), names as in the netlist:
register        count
opcode_sh           4
mem_write           1
mem_addr_out       12
draw_row_index      4
mem_read            1
state              11
pc                 11
opcode             12
sprite_data         8
opcode_fh           8
draw_row            4
i                   4
final timing paths:
kind | start | to | slack [ns] | depth (start not counted)
setup / recovery | i[2] | pc[2] | 3.03 | 6
hold / removal | state[7] | state[4] | 0.35 | 0
setup reg to reg | i[2] | pc[2] | 3.03 | 6
hold reg to reg | state[7] | state[4] | 0.35 | 0
max in group asynchronous | reset | opcode_fh[0] | 3.35 | 3
min in group asynchronous | reset | pc[10] | 1.15 | 2
cells by family (layout without fill, tap and decap cells):
group	after synthesis	after routing	share of synthesized area [%]
compound gates	28	28	5.30
other cells	2	20	0.212
buf+inv	43	68	6.89
flops	80	80	58.9
fa+ha+maj	8	8	2.83
simple gates	65	65	11.4
xor+xnor	18	18	4.45
mux	32	32	10.0
report_power, final:
part	switching, uW	total [uW]	internal, uW
clock	218	385	167
combinational	12.4	25.7	13.3
sequential	1.33	617	616
total	232	1030	796
cell usage after synthesis, types with 2 or more instances:
master	number	share of area [%]
a21oi_1	4	0.57
a222oi_1	3	0.85
a22oi_1	4	0.85
and2_1	9	1.6
buf_4	20	4.2
clkbuf_1	7	0.74
conb_1	2	0.21
dfrtp_1	62	44
dfstp_2	2	1.5
edfxtp_1	16	14
ha_1	8	2.8
inv_1	15	1.6
mux2_2	27	8.6
mux2i_1	4	1.1
nand2_1	12	1.3
nand2b_1	4	0.71
nand3_1	6	0.85
nand4_1	3	0.53
nor2_1	5	0.53
nor2b_1	6	1.1
nor3_1	6	0.85
nor4_2	5	1.8
o21ai_0	10	1.4
or3_1	2	0.35
xnor2_1	5	1.2
xor2_1	13	3.2
metal layers:
layer	vias up	track usage, %	share of wire, %
met5	-	0	0
met4	0	2.58	1.5
met3	8	3.03	3.1
met2	50	25.5	45
met1	992	30.9	50
li1	997	-	-
No activity file was given, so power comes from the tool's default toggle rates.
