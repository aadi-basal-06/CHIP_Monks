==> design.v <==
`timescale 1ns / 1ps
module chip8_display (
    input wire clk,
    input wire reset,
    input wire draw,
    input wire [5:0] x,
    input wire [4:0] y,
    input wire [3:0] row_index,
    input wire [7:0] sprite_data,
    input wire [7:0] display_in,
    output reg [7:0] display_out,
    output reg [7:0] addr, 
    output reg collision,
    output reg done
);
    reg [7:0] display_mem [0:255];  
    integer i;
    initial begin
        for (i = 0; i < 256; i = i + 1)
            display_mem[i] = 8'b0;
    end
    localparam IDLE   = 3'b000;
    localparam LOAD   = 3'b001;
    localparam UPDATE = 3'b010;
    localparam STORE  = 3'b011;
    localparam NEXT   = 3'b100;
    localparam FINISH = 3'b101;
    reg [2:0] state;
    reg [7:0] byte_index;
    reg [3:0] row_counter;
    reg [7:0] curr_byte;
    reg [7:0] new_byte;
    integer bit_offset;
    reg draw_latched;
    always @(posedge clk or posedge reset) begin
        if (reset) begin
            state <= IDLE;
            byte_index <= 0;
            row_counter <= 0;
            collision <= 0;
            done <= 0;
            addr <= 0;
            display_out <= 0;
            draw_latched <= 0;
        end else begin
            if (draw)
                draw_latched <= 1;
            else if (state == IDLE)
                draw_latched <= 0;
            display_out <= 0;
            case (state)
                IDLE: begin
                    done <= 0;
                    collision <= 0;
                    addr <= 0;
                    byte_index <= x >> 3;
                    row_counter <= 0;
                    if (draw_latched)
                        state <= LOAD;
                end
                LOAD: begin
                    curr_byte <= display_mem[byte_index];
                    addr <= byte_index;
                    state <= UPDATE;
                end
                UPDATE: begin
                    new_byte = curr_byte;
                    bit_offset = x[2:0];
                    new_byte = curr_byte ^ (sprite_data >> bit_offset);  
                    if (|(curr_byte & (sprite_data >> bit_offset)))  
                        collision <= 1;
                    state <= STORE;
                end
                STORE: begin
                    display_mem[byte_index] <= new_byte;
                    display_out <= new_byte;
                    addr <= byte_index;
                    state <= NEXT;
                end
                NEXT: begin
                    byte_index <= byte_index + 1;
                    if (byte_index == ((x + 7) >> 3)) begin
                        if (row_counter + 1 == row_index + 1)
                            state <= FINISH;
                        else begin
                            row_counter <= row_counter + 1;
                            byte_index <= (x >> 3);  
                            state <= LOAD;
                        end
                    end else
                        state <= LOAD;
                end
                FINISH: begin
                    done <= 1;
                    state <= IDLE;
                end
            endcase
        end
    end
endmodule
==> run.sh <==
#!/bin/bash
# OpenROAD 26Q1-2900-gdf79404cd8, Yosys 0.63+post, stock flow scripts
make -C /OpenROAD-flow-scripts/flow DESIGN_CONFIG=/design/flow/config.mk WORK_HOME=/design/flow/orfs finish
==> config.mk <==
export PLATFORM = sky130hd
export DESIGN_NAME = chip8_display
export DESIGN_NICKNAME = chip8_display
export VERILOG_FILES = /design/flow/design.v
export SDC_FILE = /design/flow/constraint.sdc
export NUM_CORES = 4
export LEC_CHECK = 1
export CORE_UTILIZATION = 30
==> constraint.sdc <==
current_design chip8_display

set clk_period 15.0
set clk_io_pct 0.2

create_clock -name clk0 -period $clk_period [get_ports {clk}]

set non_clock_inputs [all_inputs -no_clocks]
set_input_delay [expr $clk_period * $clk_io_pct] -clock clk0 $non_clock_inputs
set_output_delay [expr $clk_period * $clk_io_pct] -clock clk0 [all_outputs]
==> CHANGELOG.md <==
## Implementation

- Outcome: finished with violations
- Failing checks: capacitance limit
- Switching share of power: 34.7%
- Top cell type by total area after synthesis: edfxtp_1
- Clock share of power: 37.2%
- Worst Path Required: 15.61 ns
- Initial DRT Pass Iterations: 7
- Yosys reg bits: 2101
- Sequential share of power: 40.7%
- Tool Warnings: 44
- Synth warn: 2
- H-tree depth: 4
- Ys cells: 4970
- Fraction of layout cells with a size suffix above 1: 24.7%
- Worst Hold Class: register to register
- Iter 0 DRT Violations: 6718
- Reg-to-Reg Start: byte_index[5]$_DFFE_PP0P_
- Vias per cell: 6.48
- Clk pin slew, worst setup/hold paths: 0.06 ns
- Crit path DAT: 8.39 ns
- Std cell rows: 190
- Slowest cell on the critical path: nor4_1
- Worst setup SP type: register
- Clk latency late pin: 0.95 ns
- Number of I/O pins: 52
- Largest net degree at the start of global routing: 96
- Most used cell, CP: buf_4
- Hold Crit Depth: 0
- Synth async-reset ratio: 1.76%
- Endpoints failing setup: 0
- Final setup TNS: 0 ns
- IO buf count: 38
- Vias post-DR: 62700
- Die ar.: 271000 µm²
- Grt ovf: 0
- Final critical path time including I/O delays and setup: 7.78 ns
- Final Max Tran Viols: 0
- # resized after CTS: 0
- Worst R2R Path Depth: 13
- RSZ-0062 raised after global routing: false
- First-pass GRT wire length: 806 mm
- Core area: 268000 µm²
- Vias in the first global route: 60700
- Cell with the most instances after synthesis: edfxtp_1
- Layout Skew: 0.0276 ns
- Max-area cell share: 76.7%
- DRC Markers: 0
- GR Layer Usage met3: 47.7%
- Maximum clock rate: 128 MHz
- Post-CTS Setup Bufs: 0
- Die X: 521 µm
- GRT Total Usage: 53.1%
- Synth unique cells: 85
- Gate power share: 22.1%
- P_sw: 0.00551 W
- Pwr Total: 0.0159 W
- Hold Buf Count CTS: 0
- Remaining antenna violation count: 0
- Cycle use final: 51.9%
- Critical path's largest stage delay: 1.24 ns
- Worst Setup SP: byte_index[5]$_DFFE_PP0P_
- Critical path class: register to register
- Global Route met1 Usage: 50.4%
- DP Worst Slack: 8.02 ns
- Crit-path cells: buf_4, buf_4, or4bb_2, buf_4, buf_4, nor2_4, nor4_1, nand4_1, nor4_1, buf_4, nand4_1, buf_4, a41oi_1
- Internal: 0.0104 W
- Fin cells: 9671
- Area grow syn2layout: 23.6%
- Post-Place Cells: 9079
- Avg Inst Size Synth: 16.2 µm²
- Least-Margin Pin Slew: 1.49 ns
- Fin. Hold Viols: 0
- MaxCap Viol Count: 1
- Post-detail-place hpwl: 481 mm
- CP delay by family, top: simple AND/OR/NAND/NOR gates
- Chip height: 521 µm
- Area contributors post-synth: edfxtp_1, a22oi_1, a32oi_1
- Met2 Usage GRT: 66.8%
- Post-synth EDFFs: 2064
- Cells after Synth: 4970
- Leak Pwr: 31.5 nW
- CTS tree: built
- WP buf/inv: 6
- Post-route worst setup slack: 7.22 ns
- Syn Std Cell Area: 80800 µm²
- Pwr/cell area: 159 nW/µm²
- Crit-path max FO: 19
- Core utilization at floorplan: 30.1%
- CTS sink count: 2101
- Worst VDD drop: 0.0997 mV
- Initial antenna violation count: 104
- WP depth: 13
- TritonCTS Buffers: 240
- Most Crowded Layer GR: met2
- Chip Area, Yosys: 80800 µm²
- Critical Path Sink Type: register
- Worst slew margin: 0.215%
- FF-to-FF setup slack: 7.22 ns
- Maximum root-to-sink buffer count: 4
- Hold_sp: state[2]$_DFF_PP0_
- Root Buffer Master: clkbuf_16
- Main flop type after synthesis: edfxtp_1
- Final wirelength: 671 mm
- DR WL/cell: 69.4 µm
- Synth Seq Share: 77.9%
- Hold slack: 0.370 ns
- Placer Congestion: 1.14
- Synth cell count leaders: edfxtp_1, a22oi_1, nor2_1
metrics by stage:
stage	area [µm²]	util, %
after floorplan	80800	-
after detailed placement	91800	34.3
after CTS	99400	37.1
after global routing	99600	37.2
final	99800	37.2
after global placement	91800	34.3
layout by cell type, fill, tap and decap left out, types with 37 or more instances in the layout:
master	instances
a22oi_1	524
buf_4	867
o21ai_0	50
nor2_2	64
nor3_1	65
nand4_1	98
o22ai_1	130
a21oi_1	97
clkbuf_16	246
clkbuf_1	48
nor4_1	69
clkinv_2	50
edfxtp_1	2064
nor3_2	67
a32oi_1	175
diode_2	152
clkdlybuf4s50_1	38
a22o_1	70
nor2_1	318
nand2_1	132
a221oi_1	58
nand3_1	116
a222oi_1	37
clkinv_1	53
area by class of cell:
type                            instances  area (µm²)
Sequential cell                      2101       62900
Multi-Input combinational cell       2501       17400
Clock buffer                          299        6400
Inverter                               12        45.0
Tap cell                             3552        4440
Antenna cell                          152         380
Fill cell                           24800      168000
Timing Repair Buffer                  914        7050
Clock inverter                        140        1160
path summary, 6_finish.rpt:
check                                                 end
worst max-delay path               curr_byte[4]$_DFFE_PP_
worst min-delay path                   state[5]$_DFF_PP0_
worst max register to register     curr_byte[4]$_DFFE_PP_
worst min register to register         state[5]$_DFF_PP0_
max in group asynchronous       byte_index[2]$_DFFE_PP0P_
min in group asynchronous       byte_index[4]$_DFFE_PP0P_
cell families after synthesis:
group,count (synthesis),share of synthesized area [%]
adders and majority gates,14,0.217
DFF,2101,77.9
and+or+nand+nor,1147,7.19
xor gates and xnor gates,9,0.115
buffers and inverters,368,1.97
AOI/OAI and AO/OA,1293,12.1
muxes,38,0.483
per-layer routing:
| metal | routed length (µm) | share of wire (%) |
|---|---|---|
| met1 | 190000 | 28 |
| met2 | 270000 | 40 |
| met3 | 136000 | 20 |
| met4 | 68200 | 10 |
| met5 | 7650 | 1.1 |
state kept, by name, summed over array words and instances (netlist names), 4 cells and up:
register     count
display_mem   2048
addr             8
byte_index       8
curr_byte        8
display_out      8
new_byte         8
state            6
row_counter      4
power by group through the flow:
| stage | Combinational (W) | Sequential [W] | Clock [W] |
|---|---|---|---|
| CTS | 0.00326 | 0.00647 | 0.00590 |
| global route | 0.00336 | 0.00647 | 0.00609 |
| finish | 0.00352 | 0.00647 | 0.00591 |
No activity file was given, so power comes from the tool's default toggle rates.
